===== flow/run.sh =====
#!/bin/bash
# OpenROAD 26Q1-2900-gdf79404cd8, Yosys 0.63+post, stock flow scripts
make -C /OpenROAD-flow-scripts/flow DESIGN_CONFIG=/design/flow/config.mk WORK_HOME=/design/flow/orfs finish

===== flow/config.mk =====
export PLATFORM = sky130hd
export DESIGN_NAME = thv_top
export DESIGN_NICKNAME = thv_top
export VERILOG_FILES = /design/flow/design.v
export SDC_FILE = /design/flow/constraint.sdc
export NUM_CORES = 4
export LEC_CHECK = 1
export CORE_UTILIZATION = 50

===== flow/constraint.sdc =====
current_design thv_top

set clk_period 15.5
set clk_io_pct 0.2

create_clock -name clk0 -period $clk_period [get_ports {clk}]

set non_clock_inputs [all_inputs -no_clocks]
set_input_delay [expr $clk_period * $clk_io_pct] -clock clk0 $non_clock_inputs
set_output_delay [expr $clk_period * $clk_io_pct] -clock clk0 [all_outputs]

===== flow/design.v =====
module delay_unit(
    input wire [7:0] exponent,
    input wire clk, 
    output reg [7:0] exponent_out
);
reg [7:0] exp_0_1_out, exp_1_2_out, exp_2_3_out, exp_3_4_out, exp_4_5_out, 
          exp_5_6_out, exp_6_7_out, exp_7_8_out, exp_8_9_out, exp_9_10_out, 
          exp_10_11_out, exp_11_12_out, exp_12_13_out, exp_13_14_out, 
          exp_14_15_out, exp_15_16_out, exp_16_17_out, exp_17_18_out;
always @(posedge clk) begin
    exp_0_1_out  <= exponent;
    exp_1_2_out  <= exp_0_1_out;
    exp_2_3_out  <= exp_1_2_out;
    exp_3_4_out  <= exp_2_3_out;
    exp_4_5_out  <= exp_3_4_out;
    exp_5_6_out  <= exp_4_5_out;
    exp_6_7_out  <= exp_5_6_out;
    exp_7_8_out  <= exp_6_7_out;
    exp_8_9_out  <= exp_7_8_out;
    exp_9_10_out <= exp_8_9_out;
    exp_10_11_out <= exp_9_10_out;
    exp_11_12_out <= exp_10_11_out;
    exp_12_13_out <= exp_11_12_out;
    exp_13_14_out <= exp_12_13_out;
    exp_14_15_out <= exp_13_14_out;
    exp_15_16_out <= exp_14_15_out;
    exp_16_17_out <= exp_15_16_out;
    exp_17_18_out <= exp_16_17_out;
    exponent_out  <= exp_17_18_out;
end
endmodule
module au(clk,value,exponent,log_value,reset);
input wire clk,reset;
input wire [7:0] exponent;
input wire [31:0] value;
output reg [32:0] log_value;
always @(posedge clk,posedge reset)
begin
   if(reset)
       log_value <= 32'b0;
   else
       begin
           if(exponent[7]==0)
               log_value <= {exponent,value[24:0]};
           else
               begin
                log_value <= {1'b1,({exponent[6:0],25'b0}-{7'b0,value[24:0]})};
               end
       end
end
endmodule
module shift_add(x_i, y_i, z_i, value, x, y, z);
    parameter STAGE = 16;
    input wire [31:0] x_i, y_i, z_i, value;
    output reg [31:0] x, y, z;
  wire [31:0] x_shift, y_shift;
  assign x_shift = {x_i[31],(x_i[30:0] >> STAGE)};
  assign y_shift = {y_i[31],(y_i[30:0] >> STAGE)};
  reg [31:0] x_p, y_p;
    always @(*) begin
        if (y_i[31]) begin    
            if (x_i[31]) begin 
                x = {1'b1, (x_i[30:0] + y_shift[30:0])};
                y = {1'b1, (y_i[30:0] + x_shift[30:0])}; 
            end else begin
                x = (x_i[29:0] > y_shift[29:0]) ? {2'b00, (x_i[29:0] - y_shift[29:0])} : {2'b10, (y_shift[29:0] - x_i[29:0])};
                y = (y_i[29:0] < x_shift[29:0]) ? {2'b00, (x_shift[29:0] - y_i[29:0])} : {2'b10, (y_i[29:0] - x_shift[29:0])};
            end
        end else begin  
            if (x_i[31]) begin  
              x = {1'b1, (x_i[30:0] + y_shift[30:0])};
              y = {1'b0,(y_i[30:0] + x_shift[30:0]) };
            end else begin
                 x = (x_i[29:0] > y_shift[29:0]) ? {2'b00, (x_i[29:0] - y_shift[29:0])} : {2'b10, (y_shift[29:0] - x_i[29:0])};
                y = (y_i[29:0] > x_shift[29:0]) ? {2'b00, (-x_shift[29:0] + y_i[29:0])} : {2'b10, (-y_i[29:0] + x_shift[29:0])};
            end
        end
    end
    always @(*) begin
        if (y_i[31]) begin
            if (z_i[31]) begin
                z = {1'b1, (z_i[30:0] + y_i[30:0])};
            end else begin
              z = (z_i[29:0] > value[29:0]) ? (z_i - value) : {1'b1, (value[30:0] - z_i[30:0])};
            end
        end else begin
            if (z_i[31]) begin
                z = (z_i[29:0] > value[29:0]) ? {2'b10, (z_i[29:0] - value[29:0])} : {2'b00, (value[29:0] - z_i[29:0])};
            end else begin
              z = {1'b0, (z_i[30:0] + value[30:0])};
            end
        end
    end
endmodule
module thv_cordic(x,y,clk,x_o,y_o,z_o);
input wire[31:0] x,y;
input wire clk;
output reg [31:0] x_o,y_o,z_o;
wire [31:0] x_1_2_in,x_2_3_in,x_3_4_in,x_4_5_in,x_5_6_in,x_6_7_in,x_7_8_in,x_8_9_in,x_9_10_in,x_10_11_in,x_11_12_in,x_12_13_in,x_13_14_in,x_14_15_in,x_15_16_in,x_16_17_in,x_17_18_in,x_18_out;
reg [31:0] x_0_1_out,x_1_2_out,x_2_3_out,x_3_4_out,x_4_5_out,x_5_6_out,x_6_7_out,x_7_8_out,x_8_9_out,x_9_10_out,x_10_11_out,x_11_12_out,x_12_13_out,x_13_14_out,x_14_15_out,x_15_16_out,x_16_17_out,x_17_18_out;
wire [31:0] y_1_2_in,y_2_3_in,y_3_4_in,y_4_5_in,y_5_6_in,y_6_7_in,y_7_8_in,y_8_9_in,y_9_10_in,y_10_11_in,y_11_12_in,y_12_13_in,y_13_14_in,y_14_15_in,y_15_16_in,y_16_17_in,y_17_18_in,y_18_out;
  reg [31:0] y_0_1_out,y_1_2_out,y_2_3_out,y_3_4_out,y_4_5_out,y_5_6_out,y_6_7_out,y_7_8_out,y_8_9_out,y_9_10_out,y_10_11_out,y_11_12_out,y_12_13_out,y_13_14_out,y_14_15_out,y_15_16_out,y_16_17_out,y_17_18_out;
wire [31:0] z_1_2_in,z_2_3_in,z_3_4_in,z_4_5_in,z_5_6_in,z_6_7_in,z_7_8_in,z_8_9_in,z_9_10_in,z_10_11_in,z_11_12_in,z_12_13_in,z_13_14_in,z_14_15_in,z_15_16_in,z_16_17_in,z_17_18_in,z_18_out;
reg [31:0] z_0_1_out,z_1_2_out,z_2_3_out,z_3_4_out,z_4_5_out,z_5_6_out,z_6_7_out,z_7_8_out,z_8_9_out,z_9_10_out,z_10_11_out,z_11_12_out,z_12_13_out,z_13_14_out,z_14_15_out,z_15_16_out,z_16_17_out,z_17_18_out;
wire [31:0] value_0,value_1,value_2,value_3,value_4,value_5,value_6,value_7,value_8,value_9,value_10,value_11,value_12,value_13,value_14,value_15;
assign value_0 = 32'b00000001100101011100000000100000;
assign value_1 = 32'b00000000101111001010100111000000;
assign value_2 = 32'b00000000010111001101000101100000;
assign value_3 = 32'b00000000001011100011101000000000;
assign value_4 = 32'b00000000000101110001011101000000;
assign value_5 = 32'b00000000000010111000101011100000;
assign value_6 = 32'b00000000000001011100010101100000;
assign value_7 = 32'b00000000000000101110001010100000;
assign value_8 = 32'b00000000000000010111000101100000;
assign value_9 = 32'b00000000000000001011100010100000;
assign value_10= 32'b00000000000000000101110001100000;
assign value_11= 32'b00000000000000000010111000100000;
assign value_12= 32'b00000000000000000001011100100000;
assign value_13= 32'b00000000000000000000101110000000;
assign value_14= 32'b00000000000000000000010111000000;
assign value_15= 32'b00000000000000000000001011100000;
shift_add #(1) stage_1 (.x_i(x_0_1_out), .y_i(y_0_1_out), .z_i(z_0_1_out), .value(value_0), .x(x_1_2_in), .y(y_1_2_in), .z(z_1_2_in));
shift_add #(2) stage_2 (.x_i(x_1_2_out), .y_i(y_1_2_out), .z_i(z_1_2_out), .value(value_1), .x(x_2_3_in), .y(y_2_3_in), .z(z_2_3_in));
shift_add #(3) stage_3 (.x_i(x_2_3_out), .y_i(y_2_3_out), .z_i(z_2_3_out), .value(value_2), .x(x_3_4_in), .y(y_3_4_in), .z(z_3_4_in));
shift_add #(4) stage_4 (.x_i(x_3_4_out), .y_i(y_3_4_out), .z_i(z_3_4_out), .value(value_3), .x(x_4_5_in), .y(y_4_5_in), .z(z_4_5_in));
shift_add #(4) stage_5 (.x_i(x_4_5_out), .y_i(y_4_5_out), .z_i(z_4_5_out), .value(value_3), .x(x_5_6_in), .y(y_5_6_in), .z(z_5_6_in));
shift_add #(5) stage_6 (.x_i(x_5_6_out), .y_i(y_5_6_out), .z_i(z_5_6_out), .value(value_4), .x(x_6_7_in), .y(y_6_7_in), .z(z_6_7_in));
shift_add #(6) stage_7 (.x_i(x_6_7_out), .y_i(y_6_7_out), .z_i(z_6_7_out), .value(value_5), .x(x_7_8_in), .y(y_7_8_in), .z(z_7_8_in));
shift_add #(7) stage_8 (.x_i(x_7_8_out), .y_i(y_7_8_out), .z_i(z_7_8_out), .value(value_6), .x(x_8_9_in), .y(y_8_9_in), .z(z_8_9_in));
shift_add #(8) stage_9 (.x_i(x_8_9_out), .y_i(y_8_9_out), .z_i(z_8_9_out), .value(value_7), .x(x_9_10_in), .y(y_9_10_in), .z(z_9_10_in));
shift_add #(9) stage_10 (.x_i(x_9_10_out), .y_i(y_9_10_out), .z_i(z_9_10_out), .value(value_8), .x(x_10_11_in), .y(y_10_11_in), .z(z_10_11_in));
shift_add #(10) stage_11 (.x_i(x_10_11_out), .y_i(y_10_11_out), .z_i(z_10_11_out), .value(value_9), .x(x_11_12_in), .y(y_11_12_in), .z(z_11_12_in));
shift_add #(11) stage_12 (.x_i(x_11_12_out), .y_i(y_11_12_out), .z_i(z_11_12_out), .value(value_10), .x(x_12_13_in), .y(y_12_13_in), .z(z_12_13_in));
shift_add #(12) stage_13 (.x_i(x_12_13_out), .y_i(y_12_13_out), .z_i(z_12_13_out), .value(value_11), .x(x_13_14_in), .y(y_13_14_in), .z(z_13_14_in));
shift_add #(13) stage_14 (.x_i(x_13_14_out), .y_i(y_13_14_out), .z_i(z_13_14_out), .value(value_11), .x(x_14_15_in), .y(y_14_15_in), .z(z_14_15_in));
shift_add #(13) stage_15 (.x_i(x_14_15_out), .y_i(y_14_15_out), .z_i(z_14_15_out), .value(value_12), .x(x_15_16_in), .y(y_15_16_in), .z(z_15_16_in));
shift_add #(14) stage_16 (.x_i(x_15_16_out), .y_i(y_15_16_out), .z_i(z_15_16_out), .value(value_13), .x(x_16_17_in), .y(y_16_17_in), .z(z_16_17_in));
shift_add #(15) stage_17 (.x_i(x_16_17_out), .y_i(y_16_17_out), .z_i(z_16_17_out), .value(value_14), .x(x_17_18_in), .y(y_17_18_in), .z(z_17_18_in));
shift_add #(16) stage_18 (.x_i(x_17_18_out), .y_i(y_17_18_out), .z_i(z_17_18_out), .value(value_15), .x(x_18_out), .y(y_18_out), .z(z_18_out));
always @(posedge clk)
begin
x_0_1_out <= x;
y_0_1_out <= y;
z_0_1_out <= 32'b0;
x_1_2_out <= x_1_2_in;
y_1_2_out <= y_1_2_in;
z_1_2_out <= z_1_2_in;
x_2_3_out <= x_2_3_in;
y_2_3_out <= y_2_3_in;
z_2_3_out <= z_2_3_in;
x_3_4_out <= x_3_4_in;
y_3_4_out <= y_3_4_in;
z_3_4_out <= z_3_4_in;
x_4_5_out <= x_4_5_in;
y_4_5_out <= y_4_5_in;
z_4_5_out <= z_4_5_in;
x_5_6_out <= x_5_6_in;
y_5_6_out <= y_5_6_in;
z_5_6_out <= z_5_6_in;
x_6_7_out <= x_6_7_in;
y_6_7_out <= y_6_7_in;
z_6_7_out <= z_6_7_in;
x_7_8_out <= x_7_8_in;
y_7_8_out <= y_7_8_in;
z_7_8_out <= z_7_8_in;
x_8_9_out <= x_8_9_in;
y_8_9_out <= y_8_9_in;
z_8_9_out <= z_8_9_in;
x_9_10_out <= x_9_10_in;
y_9_10_out <= y_9_10_in;
z_9_10_out <= z_9_10_in;
x_10_11_out <= x_10_11_in;
y_10_11_out <= y_10_11_in;
z_10_11_out <= z_10_11_in;
x_11_12_out <= x_11_12_in;
y_11_12_out <= y_11_12_in;
z_11_12_out <= z_11_12_in;
x_12_13_out <= x_12_13_in;
y_12_13_out <= y_12_13_in;
z_12_13_out <= z_12_13_in;
x_13_14_out <= x_13_14_in;
y_13_14_out <= y_13_14_in;
z_13_14_out <= z_13_14_in;
x_14_15_out <= x_14_15_in;
y_14_15_out <= y_14_15_in;
z_14_15_out <= z_14_15_in;
x_15_16_out <= x_15_16_in;
y_15_16_out <= y_15_16_in;
z_15_16_out <= z_15_16_in;
x_16_17_out <= x_16_17_in;
y_16_17_out <= y_16_17_in;
z_16_17_out <= z_16_17_in;
x_17_18_out <= x_17_18_in;
y_17_18_out <= y_17_18_in;
z_17_18_out <= z_17_18_in;
x_o <= x_18_out;
y_o <= y_18_out;
z_o <= (z_18_out<<1);
end
endmodule
module thv_top(clk,reset,valid,fp_value,log_value);
input wire clk,reset;
input wire [31:0] fp_value;
output wire [32:0] log_value;
output wire valid;
wire [31:0] x,y;
wire [7:0] exponent_in,exponent_out;
wire [31:0] v_1,v_2,value;
is_valid is_valid_inst(.fp(fp_value),.clk(clk),.reset(reset),.x(x),.y(y),.exponent(exponent_in),.valid(valid));
delay_unit delay_unit_inst(.exponent(exponent_in),.clk(clk), .exponent_out(exponent_out));
thv_cordic thv_cordic_inst(.x(x),.y(y),.clk(clk),.x_o(v_1),.y_o(v_2),.z_o(value));
au au_inst(.clk(clk),.value(value),.reset(reset),.exponent(exponent_out),.log_value(log_value));
endmodule
module is_valid(fp,x,y,exponent,clk,reset,valid);
input wire [31:0] fp;
input wire clk,reset;
output reg [31:0] x,y;
output reg [7:0] exponent;
output reg valid;
always @(posedge clk, posedge reset)
begin
    if(reset)
        begin
        x<= 32'b0;
        y<= 32'b0;
        exponent <= 8'b0;
        valid <= 1'b0;
        end
    else
        begin
        if((fp[31]==0)&&(fp[22:0]!=23'b0))
            begin
            x <= {(7'b0000010),fp[22:0],2'b0};
            y <= {7'b0,fp[22:0],2'b0};
            exponent <= (fp[30:23]>7'd127)?(fp[30:23]-7'd127):({1'b1,7'd127-fp[29:23]});
            valid <= 1'b1;
            end
        else
            begin
            x <= x;
            y <= y;
            exponent <= exponent;
            valid <= 1'b0;
            end
        end
end
endmodule

==> flow_summary.json <==
{
  "status": "completed",
  "grtUsageTotal_pct": 38.2,
  "coreArea_sq_mm": 0.399,
  "hpwl_um": 625000,
  "synth_seq_share_pct": 17.7,
  "fp-utilization_pct": 50.2,
  "r2r_slack_ns": 10.49,
  "period_needed_ns": 5.01,
  "fin_setup_tns_ns": 0,
  "pin_count": 68,
  "reg2reg_to": "thv_cordic_inst.x_7_8_out[26]",
  "gp_congestion": 1.04,
  "drt_iter0_markers": 20100,
  "nFillCells": 38500,
  "clk_pin_slew_worst_paths_ns": 0.06,
  "cts_inserted_buffers": 218,
  "rows": 232,
  "warnings": 1027,
  "drtAntennaViolNets": 0,
  "ys_cells": 27200,
  "crit_path_end_kind": "register",
  "synth_area_sq_mm": 0.201,
  "fin_crit_sh_pct": 32.3,
  "clock_sink_count": 1761,
  "cts.root.buffer_cell": "clkbuf_16",
  "wl_per_cell_um": 24.5,
  "drt-total-wl_um": 781000,
  "min_to": "delay_unit_inst.exp_13_14_out[7]",
  "cp_data_arrival_time_ns": 5.79,
  "grt_max_degree": 63,
  "grt_setup_unrepaired": "no",
  "worstMarginPinSlew_ns": 1.39,
  "fin_cells": 31900,
  "ff_type": "dfxtp_1",
  "die-area_sq_mm": 0.404,
  "drv_slew": 0,
  "worst_path_max_delay_cell": "dfxtp_1",
  "r2r_start": "thv_cordic_inst.x_6_7_out[7]",
  "holdPathStages": 0,
  "setup_viol": 0,
  "slowest_delay_ns": 0.63,
  "synth.distinct_cells": 102,
  "cp-start-kind": "register",
  "rr_worst_depth": 14,
  "grt_overflow": 0,
  "hold_viol": 0,
  "cts_tree": "done",
  "drive_gt1_share_pct": 4.05,
  "drcViolationCount": 0,
  "yosysWarningCount": 20,
  "h-tree-depth": 4,
  "hp-start": "delay_unit_inst.exp_12_13_out[7]",
  "cp.required_ns": 16.28,
  "edf_count": 0,
  "areaGrowthSynthToFinish_pct": 6.09,
  "netlist_instances": 27200,
  "hold_buffers": 0,
  "crit_path_frequent_cell": "a21oi_1",
  "fmax_mhz": 200,
  "placedCellCount": 31500,
  "ys_area_sq_mm": 0.201,
  "cts_resized": 0,
  "die_height_um": 635,
  "critPathKind": "reg -> reg",
  "max-slew-margin-rel_pct": 6.06,
  "drt_pass1_iterations": 7,
  "min_path_type": "reg -> reg",
  "cts_buffer_depth": 4,
  "async_flop_share_pct": 3.69,
  "avgSynthCellArea_sq_um": 7.37,
  "grt_antenna_before_repair": 51,
  "vias": 199000,
  "drv_cap": 0,
  "clock_skew_ns": 0.0694,
  "cp_cell_sequence": "inv_1 > ha_1 > nand2_1 > nor2_1 > o31ai_1 > o2bb2ai_1 > o32ai_1 > o31a_1 > o21ai_4 > buf_4 > or4_1 > a21oi_1 > a21oi_1 > xnor2_1",
  "crit_fanout": 45,
  "drt-vias-per-instance": 6.24,
  "grt_pass1_wl_um": 1170000,
  "grt_pass1_vias": 183000,
  "post_cts_buffers": 0,
  "ys_seq_elements": 1761,
  "die_w_um": 635,
  "clock_latency_ns": 0.99,
  "numPortBuffers": 66
}
[per-layer routing]
metal	GRT usage [%]	vias up	wire, um
met5	0	-	209
met4	13.8	28	34500
met3	9.09	1507	76300
met2	53.2	8823	316000
met1	57.7	93100	354000
li1	-	95700	-
[metrics by stage]
step                      cell area (sq um)  worst slack, ns  util [%]  hold WS (ns)
after detailed placement             205000             9.64      51.4         0.312
after global placement               205000             9.54      51.4         0.310
after global routing                 213000            10.20      53.3         0.328
after floorplan                      201000            10.77         -         0.310
after CTS                            213000            10.44      53.3         0.318
final                                213000            10.49      53.3         0.317
[cells by family after synthesis]
| family | Yosys count | share of synthesized area (%) |
|---|---|---|
| AND-OR/OR-AND | 9234 | 28.9 |
| AND/OR/NAND/NOR | 7520 | 17.8 |
| buffers and inverters | 3438 | 6.47 |
| adder cells (fa/ha/maj) | 2910 | 18.5 |
| XOR/XNOR | 1895 | 8.28 |
| flip-flops | 1761 | 17.7 |
| multiplexers | 464 | 2.38 |
| other | 1 | 0.00187 |
[how the worst max path moves through the flow]
stage / start / to / slack, ns / cells past startpoint
4_1_cts: au_inst.log_value[24] / log_value[24] / 10.44 / 1
5_1_grt: thv_cordic_inst.x_4_5_out[24] / thv_cordic_inst.x_5_6_out[24] / 10.20 / 14
6_report: thv_cordic_inst.x_6_7_out[7] / thv_cordic_inst.x_7_8_out[26] / 10.49 / 14
[cells in the final DEF (no fill, tap or decap), drive strengths merged, types with 327 or more instances in the layout]
| cell | instances |
|---|---|
| xor2 | 509 |
| dfxtp | 1696 |
| a21oi | 3097 |
| o21ai | 1938 |
| a21o | 812 |
| nand3 | 503 |
| a211oi | 332 |
| nand2b | 354 |
| xnor2 | 1386 |
| inv | 2074 |
| mux2i | 354 |
| nor2b | 328 |
| nor2 | 2294 |
| nor3 | 668 |
| nand2 | 1893 |
| a31oi | 329 |
| o21bai | 557 |
| nand4 | 327 |
| ha | 2728 |
[area by class of cell]
| cell class | instances | area, sq um | share of cell area, % |
|---|---|---|---|
| Tap cell | 5265 | 6590 | 3.10 |
| Antenna cell | 16 | 40.0 | 0.0188 |
| Clock buffer | 278 | 6040 | 2.84 |
| Clock inverter | 130 | 1490 | 0.699 |
| Timing Repair Buffer | 391 | 3100 | 1.46 |
| Sequential cell | 1761 | 35600 | 16.7 |
| Multi-Input combinational cell | 22000 | 152000 | 71.5 |
| Inverter | 2063 | 7740 | 3.64 |
[worst max-delay path, delay by kind of cell (launching register included)]
family          cells  cell delay (ns)
buf+inv             2             0.60
xor+xnor            1             0.47
compound gates      7             1.61
simple gates        3             0.88
fa+ha+maj           1             0.61
flops               1             0.63
[cell usage after synthesis (225+ instances only)]
master | instances | area share (%)
a211oi_1 | 332 | 1.2
a21o_1 | 812 | 3.0
a21oi_1 | 3096 | 7.7
a31oi_1 | 329 | 1.0
clkbuf_1 | 1240 | 2.3
dfxtp_1 | 1696 | 17
ha_1 | 2728 | 17
inv_1 | 2041 | 3.8
mux2i_1 | 354 | 1.8
nand2_1 | 1893 | 3.5
nand2b_1 | 354 | 1.1
nand3_1 | 503 | 1.3
nand4_1 | 327 | 1.0
nor2_1 | 2293 | 4.3
nor2b_1 | 328 | 1.0
nor3_1 | 667 | 1.7
o21a_1 | 231 | 0.86
o21ai_0 | 1899 | 4.7
o21bai_1 | 556 | 2.1
o31ai_1 | 225 | 0.84
xnor2_1 | 1386 | 6.1
xor2_1 | 509 | 2.2
